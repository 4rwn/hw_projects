==> ./run.sh <==
#!/bin/bash
# OpenROAD 26Q1-2900-gdf79404cd8, Yosys 0.63+post, stock flow scripts
make -C /OpenROAD-flow-scripts/flow DESIGN_CONFIG=/design/flow/config.mk WORK_HOME=/design/flow/orfs finish
==> ./config.mk <==
export PLATFORM = sky130hd
export DESIGN_NAME = stream_normalizer
export DESIGN_NICKNAME = stream_normalizer
export VERILOG_FILES = /design/flow/design.v
export SDC_FILE = /design/flow/constraint.sdc
export NUM_CORES = 4
export LEC_CHECK = 1
export CORE_UTILIZATION = 40
==> ./constraint.sdc <==
current_design stream_normalizer

set clk_period 15.7
set clk_io_pct 0.2

create_clock -name clk0 -period $clk_period [get_ports {clk}]

set non_clock_inputs [all_inputs -no_clocks]
set_input_delay [expr $clk_period * $clk_io_pct] -clock clk0 $non_clock_inputs
set_output_delay [expr $clk_period * $clk_io_pct] -clock clk0 [all_outputs]
==> ./design.v <==
module stream_normalizer #(
    parameter DATA_BYTES = 8
) (
    input logic clk,
    input logic rst_n,
    input logic [DATA_BITS-1:0] in_data,
    input logic [CNT_BITS-1:0] in_cnt,
    input logic in_last,
    input logic in_valid,
    output logic in_ready,
    output logic [DATA_BITS-1:0] out_data,
    output logic [CNT_BITS-1:0] out_cnt,
    output logic out_last,
    output logic out_valid,
    input logic out_ready
);
    localparam DATA_BITS = DATA_BYTES * 8;
    localparam CNT_BITS = $clog2(DATA_BYTES);
    logic [DATA_BITS-1:0] overflow;
    logic [CNT_BITS-1:0] overflow_cnt;
    logic [CNT_BITS:0] in_cnt_ext;
    logic [CNT_BITS:0] total_cnt;
    logic extra;
    assign in_cnt_ext = in_cnt == 0 ? DATA_BYTES : in_cnt;
    always_ff @( posedge clk ) begin
        if (rst_n) begin
            if (in_ready && in_valid) begin  
                if (total_cnt > DATA_BYTES) begin  
                    overflow <= in_data[(in_cnt_ext-total_cnt[CNT_BITS-1:0])*8+:DATA_BITS];
                    overflow_cnt <= total_cnt[CNT_BITS-1:0];
                    extra <= in_last;
                end else begin  
                    overflow[overflow_cnt*8+:DATA_BITS] <= in_data;
                    overflow_cnt <= in_last ? 0 : total_cnt[CNT_BITS-1:0];
                end
            end else if (out_ready && out_valid && out_last) begin  
                overflow_cnt <= 0;
                extra <= 0; 
            end
        end else begin
            overflow_cnt <= 0;
            extra <= 0;
        end
    end
    always_comb begin
        total_cnt = overflow_cnt;
        if (in_valid) begin
            total_cnt = total_cnt + in_cnt_ext;
        end
    end
    assign in_ready = !extra && (out_ready || total_cnt < DATA_BYTES);
    genvar i;
    generate
        for (i = 0; i < DATA_BYTES; i++) begin
            assign out_data[i*8+:8] = i < overflow_cnt ? overflow[i*8+:8] : in_data[(i-overflow_cnt)*8+:8];
        end
    endgenerate
    assign out_cnt = out_last ? (extra ? overflow_cnt : total_cnt[CNT_BITS-1:0]) : 0;
    assign out_last = (in_last && total_cnt <= DATA_BYTES) || extra;
    assign out_valid = total_cnt >= DATA_BYTES || (in_valid && in_ready && in_last) || extra;
endmodule
==> flow_metrics.env <==
# physical design summary
export IMPL_status="completed"
export IMPL_dominantRegCellSynth="sky130_fd_sc_hd__edfxtp_1"
export IMPL_top_logic_kind="AND-OR/OR-AND gates"
export IMPL_place_gp_congestion=1.059
export IMPL_synthesis_instances=1432
export IMPL_port_buffers=141
export IMPL_report_final_hold_viol_count=0
export IMPL_slew_headroom_pct=30.59
export IMPL_drc_errors=0
export IMPL_rsz0062_at_grt="false"
export IMPL_worstPathMaxFanout=23
export IMPL_route_final_wire_length_um=62810
export IMPL_p_clk_share_pct=15.0
export IMPL_die_size_x_um=171.8
export IMPL_cts_tree="built"
export IMPL_core_area_sq_mm=0.02809
export IMPL_hold_path_class="flip-flop to flip-flop"
export IMPL_overflow_left_after_global_routing=0
export IMPL_setup_violations_final=0
export IMPL_cts_made_buffers=9
export IMPL_synth_cell_types=86
export IMPL_worstMarginPinSlew_ps=1038
export IMPL_worst_hold_path_cell_count=1
export IMPL_ys_async_sr_fraction_pct=0
export IMPL_xor_share_pct=0.3688
export IMPL_final_area_sq_mm=0.01351
export IMPL_r2r_cells=11
export IMPL_pwr_density_cell_mw_per_mm2=93.09
export IMPL_synthSimpleGateAreaFrac_pct=16.10
export IMPL_setup_reg_to_reg_worst_slack_ps=10320
export IMPL_detailed_place_hpwl_um=42560
export IMPL_crit_path_cell_trace="clkdlybuf4s50_1 > xor2_1 > ha_1 > or2_2 > o2111ai_4 > nand2_1 > o31ai_1 > clkdlybuf4s50_1"
export IMPL_crit_required_ps=12560
export IMPL_first_pass_grt_wire_length_um=88930
export IMPL_number_of_global_route_vias_before_repair=12819
export IMPL_combPwrFrac_pct=67.2
export IMPL_fp_util_pct=41.07
export IMPL_proportion_of_layout_cells_with_a_drive_suffix_above_1_pct=15.71
export IMPL_yosysChipArea_sq_mm=0.01154
export IMPL_num_io_pins=142
export IMPL_irDropWorstVdd_uv=50.98
export IMPL_clk_path_buf_depth=2
export IMPL_worstSkewPairLatency_ps=350
export IMPL_post_route_period_util_pct=59.44
export IMPL_synth_sequential_area_ratio_pct=15.27
export IMPL_layout_filler_cells=2734
export IMPL_power_switching_share_pct=48.03
export IMPL_synthesis_to_layout_area_growth_pct=17.15
export IMPL_maxClockFrequency_mhz=107.2
export IMPL_min_to="overflow_cnt[2]"
export IMPL_first_pass_iters=8
export IMPL_yosys_area_share_adder_pct=2.451
export IMPL_setup_worst_path_class="input pin to primary output"
export IMPL_cts_hold_buffers=0
export IMPL_drt_antenna_violating_nets=0
export IMPL_internal_power_consumption_uw=653.8
export IMPL_grt_usage_pct=44.24
export IMPL_max_cap_viols=0
export IMPL_cp_data_arrival_time_ps=6190
export IMPL_post_dp_area_sq_mm=0.01326
export IMPL_hp_start="overflow_cnt[2]"
export IMPL_ys_sh_aoi_pct=31.25
export IMPL_dieArea_sq_mm=0.02952
export IMPL_die_size_y_um=171.8
export IMPL_area_combinational_sq_mm=0.009006
export IMPL_ff_latch_area_sq_mm=0.001767
export IMPL_pin_count_of_the_biggest_net_entering_global_routing=65
export IMPL_timing_clock_skew_ps=6.577
export IMPL_ys_cells=1432
export IMPL_p_leak_uw=0.004674
export IMPL_finalMaxSlewViolations=0
export IMPL_synthesis_yosys_warnings=1
export IMPL_r2r_start="overflow_cnt[1]"
export IMPL_critPathLaunchType="input pin"
export IMPL_cts_sink_count=60
export IMPL_final_period_minus_worst_setup_slack_ps=9332
export IMPL_setup_tns_final_ps=0
export IMPL_setup_worst_path_end_class="primary output"
export IMPL_openroad_warnings=35
export IMPL_synth_area_mux_share_pct=27.09
export IMPL_vias_per_cell=7.421
export IMPL_syn_avg_cell_area_sq_um=8.056
export IMPL_p_seq_share_pct=17.8
export IMPL_num_vias=13795
export IMPL_synth_ff_latch_count=60
export IMPL_drt_iter0_drc=2121
export IMPL_reg_clk_slew_reported_paths_ps=60
export IMPL_cts_resized=0
export IMPL_wire_per_inst_um=33.79
export IMPL_cp_slowest_cell="sky130_fd_sc_hd__o2111ai_4"
export IMPL_timing_critical_path_mode_cell="sky130_fd_sc_hd__clkdlybuf4s50_1"
export IMPL_worstReg2RegEnd="overflow[49]"
export IMPL_synth_edff_count=56
export IMPL_cp_slowest_stage_delay_ps=590
export IMPL_cts_htree_levels=3
export IMPL_final_core_util_pct=48.12
export IMPL_cts_root_buf="sky130_fd_sc_hd__clkbuf_16"
export IMPL_synth_cell_area_sq_mm=0.01154
export IMPL_cts_post_setup_buffers_inserted=0
export IMPL_antenna_found_initial=3
export IMPL_power_net_switching_uw=604.3
export IMPL_std_cell_rows=61
[synth_stat cells (all sizes together), types with 27 or more instances]
cell type,count,area [sq um]
nand2,134,503.0
a21oi,116,584.3
mux2i,112,1121
nor2,102,385.4
clkbuf,101,380.4
o21ai,82,410.4
buf,73,361.6
mux2,68,765.7
edfxtp,56,1682
mux4,55,1239
a22oi,44,330.3
a221oi,43,376.6
inv,30,112.6
nand3,28,140.1
a211oi,27,202.7
[cell usage in the layout (no fill, tap or decap), types with 10 or more instances in the layout]
cell	n
sky130_fd_sc_hd__a22oi_1	44
sky130_fd_sc_hd__mux2_2	68
sky130_fd_sc_hd__a22o_1	23
sky130_fd_sc_hd__buf_4	64
sky130_fd_sc_hd__a221oi_1	43
sky130_fd_sc_hd__nor2b_1	22
sky130_fd_sc_hd__nand2b_1	16
sky130_fd_sc_hd__o22a_1	10
sky130_fd_sc_hd__o22ai_1	26
sky130_fd_sc_hd__o21ai_0	81
sky130_fd_sc_hd__nand2_1	134
sky130_fd_sc_hd__a211oi_1	26
sky130_fd_sc_hd__nor3_1	24
sky130_fd_sc_hd__inv_1	29
sky130_fd_sc_hd__nand3_1	28
sky130_fd_sc_hd__edfxtp_1	56
sky130_fd_sc_hd__and3_1	10
sky130_fd_sc_hd__a21oi_1	115
sky130_fd_sc_hd__a222oi_1	20
sky130_fd_sc_hd__clkdlybuf4s50_1	141
sky130_fd_sc_hd__ha_1	18
sky130_fd_sc_hd__mux2i_1	112
sky130_fd_sc_hd__mux4_2	55
sky130_fd_sc_hd__nor2_1	100
sky130_fd_sc_hd__a31oi_1	24
[worst max path at each step]
| stage | slack [ps] | end | start | cells after the start |
|---|---|---|---|---|
| 4_1_cts | 6370 | out_cnt[2] | in_cnt[1] | 8 |
| 5_1_grt | 6160 | out_cnt[1] | in_cnt[1] | 8 |
| 6_report | 6370 | out_cnt[2] | in_cnt[1] | 8 |
[layout make-up]
cell class / instances / area share [%]
multi-input cells: 1166 / 66.64
repair buffers: 205 / 14.00
flip-flops and latches: 60 / 13.07
well taps: 378 / 3.500
clock buffers: 9 / 1.667
inverters: 32 / 0.8888
clock inverters: 5 / 0.1574
diodes: 4 / 0.07407
[per-layer routing]
layer	global-route usage, %	wire, um	up-vias
met4	21.39	3941	6
met5	4.870	181	-
met3	26.82	11230	239
li1	-	-	5731
met2	58.62	24680	1273
met1	56.51	22780	6546
[critical path: cells and delay by family]
family,cells,cell delay [ps]
buf+inv,2,1080
xor+xnor,1,220
simple gates,2,580
compound gates,2,840
fa+ha+maj,1,330
[through the flow]
step / hold WS [ps] / setup WS (ps) / power [uW] / instances
global route: 649.9 / 6156 / 1299 / 1857
detailed placement: 602.1 / 6408 / 1033 / 1841
finish: 621.2 / 6368 / 1258 / 1859
CTS: 615.9 / 6370 / 1221 / 1855
global placement: 589.4 / 6415 / 1030 / 1841
floorplan: 601.0 / 7691 / 711.1 / 1432
[power groups by stage]
stage | Clock [uW] | Combinational, uW | Sequential (uW)
final | 188 | 846 | 224
after global routing | 193 | 881 | 226
after CTS | 188 | 809 | 223
[cells by family after synthesis]
group                    count (synthesis)
AND-OR/OR-AND                          518
AND/OR/NAND/NOR                        387
multiplexers                           235
buffers and inverters                  206
flip-flops                              60
adder cells (fa/ha/maj)                 22
XOR/XNOR                                 4
[sequential cells by signal, indices dropped and copies added (netlist names)]
register and flops:
overflow 56, extra 1, overflow_cnt 3
Power figures rest on the tool's default switching activity, not on a simulated workload.
