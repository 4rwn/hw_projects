==> flow/design.v <==
module register_reader (
    input logic clk,
    input logic in_noop,
    input logic [4:0] in_rs1,
    input logic [4:0] in_rs2,
    input logic [31:0] reg_rd1_data,
    input logic [31:0] reg_rd2_data,
    output logic out_noop,
    output logic signed [31:0] out_rs1_data,
    output logic signed [31:0] out_rs2_data,
    input logic [6:0] rr_opcode,
    input logic [4:0] rr_rd,
    input logic signed [31:0] rr_imm,
    input logic [6:0] ex_opcode,
    input logic [4:0] ex_rd,
    input logic signed [31:0] ex_imm,
    input logic [6:0] alu_opcode,
    input logic [4:0] alu_rd,
    input logic signed [31:0] alu_imm,
    input logic signed [31:0] alu_res,
    input logic [6:0] mem_opcode,
    input logic [4:0] mem_rd,
    input logic signed [31:0] mem_imm,
    input logic signed [31:0] mem_res,
    input logic signed [31:0] mem_mem_rd,
    output logic stall
);
    logic rs1_stall;
    logic signed [31:0] rs1_data;
    always_comb begin
        rs1_stall = 1'b0;
        rs1_data = reg_rd1_data;
        if (!in_noop && in_rs1 != 5'h0) begin
            if (in_rs1 == rr_rd) begin
                case (rr_opcode)
                    7'b0110111: rs1_data = rr_imm;
                    default: rs1_stall = 1'b1;
                endcase
            end else if (in_rs1 == ex_rd) begin
                case (ex_opcode)
                    7'b0110111: rs1_data = ex_imm;
                    default: rs1_stall = 1'b1;
                endcase
            end else if (in_rs1 == alu_rd) begin
                case (alu_opcode)
                    7'b0110111: rs1_data = alu_imm;
                    7'b0110011,
                    7'b0010011,
                    7'b1101111,
                    7'b1100111, 
                    7'b0010111: rs1_data = alu_res;
                    default: rs1_stall = 1'b1;
                endcase
            end else if (in_rs1 == mem_rd) begin
                case (mem_opcode)
                    7'b0110111: rs1_data = mem_imm;
                    7'b0110011,
                    7'b0010011,
                    7'b1101111,
                    7'b1100111, 
                    7'b0010111: rs1_data = mem_res;
                    7'b0000011: rs1_data = mem_mem_rd;
                    default: rs1_stall = 1'b1;
                endcase
            end
        end
    end
    logic rs2_stall;
    logic signed [31:0] rs2_data;
    always_comb begin
        rs2_stall = 1'b0;
        rs2_data = reg_rd2_data;
        if (!in_noop && in_rs2 != 5'h0) begin
            if (in_rs2 == rr_rd) begin
                case (rr_opcode)
                    7'b0110111: rs2_data = rr_imm;
                    default: rs2_stall = 1'b1;
                endcase
            end else if (in_rs2 == ex_rd) begin
                case (ex_opcode)
                    7'b0110111: rs2_data = ex_imm;
                    default: rs2_stall = 1'b1;
                endcase
            end else if (in_rs2 == alu_rd) begin
                case (alu_opcode)
                    7'b0110111: rs2_data = alu_imm;
                    7'b0110011,
                    7'b0010011,
                    7'b1101111,
                    7'b1100111, 
                    7'b0010111: rs2_data = alu_res;
                    default: rs2_stall = 1'b1;
                endcase
            end else if (in_rs2 == mem_rd) begin
                case (mem_opcode)
                    7'b0110111: rs2_data = mem_imm;
                    7'b0110011,
                    7'b0010011,
                    7'b1101111,
                    7'b1100111, 
                    7'b0010111: rs2_data = mem_res;
                    7'b0000011: rs2_data = mem_mem_rd;
                    default: rs2_stall = 1'b1;
                endcase
            end
        end
    end
    always_ff @( posedge clk ) begin
        out_noop <= in_noop || stall;
        out_rs1_data <= rs1_data;
        out_rs2_data <= rs2_data;
    end
    assign stall = rs1_stall || rs2_stall;
endmodule
==> flow/run.sh <==
#!/bin/bash
# OpenROAD 26Q1-2900-gdf79404cd8, Yosys 0.63+post, stock flow scripts
make -C /OpenROAD-flow-scripts/flow DESIGN_CONFIG=/design/flow/config.mk WORK_HOME=/design/flow/orfs finish
==> flow/config.mk <==
export PLATFORM = sky130hd
export DESIGN_NAME = register_reader
export DESIGN_NICKNAME = register_reader
export VERILOG_FILES = /design/flow/design.v
export SDC_FILE = /design/flow/constraint.sdc
export NUM_CORES = 4
export LEC_CHECK = 1
export CORE_AREA = 10 10 266 266
export DIE_AREA = 0 0 276 276
==> flow/constraint.sdc <==
current_design register_reader

set clk_period 13.9
set clk_io_pct 0.2

create_clock -name clk0 -period $clk_period [get_ports {clk}]

set non_clock_inputs [all_inputs -no_clocks]
set_input_delay [expr $clk_period * $clk_io_pct] -clock clk0 $non_clock_inputs
set_output_delay [expr $clk_period * $clk_io_pct] -clock clk0 [all_outputs]
==> ci_impl_report.md <==
### Yosys + OpenROAD results

| Metric | Value |
|---|---|
| H-tree lvl count | 3 |
| Cell count in the Yosys report | 1077 |
| Pre-antenna DRT Iters | 6 |
| EDFF count, synth | 0 |
| Chip area | 0.0762 mm2 |
| Cts hold-fix bufs | 0 |
| CTS tree | built |
| Worst-path clk slew | 70 ps |
| Number of port buffers | 413 |
| Max Cap Viol | 0 |
| Largest net degree at the start of global routing | 42 |
| Power Density | 60.9 mW/mm2 |
| Core area | 0.0647 mm2 |
| First-pass GRT wire length | 81700 um |
| Cells after Synth | 1077 |
| GR Overflow Total | 0 |
| Setup_tns | 0 ps |
| Hold WS | 3110 ps |
| Flops & latches, synth | 65 |
| Row count | 93 |
| Detailed-route via count | 10900 |
| P&R area growth vs syn | 64.6% |
| Static Leak | 4.39 nW |
| Number of synthesis warnings | 1 |
| Log Warnings | 25 |
| Worst Path Required | 11120 ps |
| Die Height | 276 um |
| Final Hold Fails | 0 |
| DR vias/cell | 4.82 |
| Max IR drop VDD | 0.0649 mV |
| Seq share, synth | 0.157 |
| Status | completed |
| Worst Path Max Fanout | 34 |
| Wire per inst | 25.6 um |
| Number of DRC markers in iteration 0 | 938 |
| Clock tree buffer depth | 2 |
| # DRC | 0 |
| Routed Wire Length | 58100 um |
| Clock Tree Root | clkbuf_16 |
| Slew margin rel. | 0.501 |
| GRT Total Usage | 0.146 |
| Kind of critical path | input pin to output pin |
| Final period util | 0.612 |
| Initial core utilization | 0.128 |
| Count of cell types in the netlist | 47 |
| Yosys Chip Area | 0.00829 mm2 |
| Mapped cell area | 0.00829 mm2 |
| Number of global-route vias before repair | 11000 |
| Tot Pwr | 0.830 mW |
| IO Pins | 414 |
| Width of the chip | 276 um |
| Measured slew at the worst slew-check pin | 749 ps |
| Post-DRT Antenna Nets | 0 |
| Setup Fix Bufs, Post-CTS | 0 |
| Final count of pins violating max slew | 0 |
| RSZ-0062 raised after global routing | false |
| Syn Area/Cell | 7.69 um2 |
| Main flop type | dfxtp_1 |
| HPWL after DPL | 42700 um |
| Worst setup SP type | input pin |
| HP Class | input pin to register |
| Share of cells above drive strength 1 | 0.0979 |
| Placer congestion estimate | 0.847 |
| Fmax | 118 MHz |
| Final setup viols | 0 |
| Resize count post-CTS | 0 |
| CP endpoint kind | output pin |
| Period minus WS final | 8510 ps |
| CTS buffer count | 9 |
| Clk sinks | 65 |
| Worst path arrival time | 5730 ps |
| Post-synth ARST share | 0 |
| Initial antenna violation count | 9 |
## cell usage after synthesis (26+ instances only)
cell type  instances  share of area
o31ai_1           32          0.029
o221ai_1          64          0.068
mux2_2            29          0.039
a22oi_1           96          0.087
o32ai_1           32          0.034
buf_2             38          0.023
dfxtp_1           65           0.16
a211oi_1          64          0.058
mux2_1            35          0.048
nor2_1           103          0.047
o22ai_1           32          0.024
inv_1             35          0.016
o21ai_0           33          0.020
o311ai_2          30          0.059
nand2_1           80          0.036
clkbuf_1          77          0.035
xnor2_1           26          0.027
and3_1            33          0.025
nor3_1            39          0.024
mux2i_1           64          0.077
## routing by layer
metal	track usage	part of all wire	vias up
li1	-	-	4892
met1	0.181	0.41	5196
met2	0.240	0.47	731
met3	0.0484	0.092	110
met4	0.0380	0.028	6
met5	0	0.00079	-
## report_power, final
part / internal, mW / switching (mW) / leakage (nW) / total (mW)
registers: 0.209 / 0.00670 / 0.549 / 0.216
logic: 0.186 / 0.152 / 3.68 / 0.338
clock network: 0.163 / 0.114 / 0.159 / 0.277
total: 0.557 / 0.273 / 4.39 / 0.830
## path summary, 6_finish.rpt
kind / cells after the start / to / slack (ps) / start
worst min-delay path: 3 / out_rs2_data[31] / 3110 / reg_rd2_data[31]
worst max-delay path: 9 / stall / 5390 / in_rs2[4]
## area by class of cell
| cell class | count | area [um2] |
|---|---|---|
| antenna | 5 | 12.5 |
| fill | 7017 | 51100 |
| inverter | 35 | 131 |
| clock buffer | 10 | 239 |
| timing repair buffer | 445 | 4370 |
| multi-input combinational | 849 | 6420 |
| sequential | 65 | 1300 |
| tap | 855 | 1070 |
| clock inverter | 6 | 90.1 |
## state kept, by name (all words and copies together) (netlist names)
name,count
out_rs2_data,32
out_rs1_data,32
out_noop,1
## critical path, cell delays in order
cell	delay, ps
clkdlybuf4s50_1	670
xnor2_1	170
nand3_1	150
nor2_4	120
buf_4	500
nor4_1	120
a2111oi_0	510
o21ai_0	230
clkdlybuf4s50_1	460
## placed cells by master (no fill, tap or decap), types with 35 or more instances in the layout
cell type | netlist | layout
nand2_1 | 80 | 75
mux2_1 | 35 | 35
a211oi_1 | 64 | 64
clkdlybuf4s50_1 | 0 | 413
mux2i_1 | 64 | 64
nor2_1 | 103 | 100
dfxtp_1 | 65 | 65
a22oi_1 | 96 | 96
nor3_1 | 39 | 36
o221ai_1 | 64 | 64
inv_1 | 35 | 35
## through the flow
stage | utilization | setup WS [ps] | area (um2) | cells
after CTS | 0.211 | 5400 | 13600 | 2265
after floorplan | - | 6990 | 8290 | 1077
after global placement | 0.205 | 5350 | 13300 | 2249
final | 0.211 | 5390 | 13600 | 2270
after global routing | 0.211 | 5250 | 13600 | 2266
after detailed placement | 0.205 | 5380 | 13300 | 2249
## kinds of logic (layout without fill, tap and decap cells)
| logic type | Yosys count | after routing | share of synthesized area |
|---|---|---|---|
| other | 0 | 5 | 0 |
| buffers and inverters | 163 | 496 | 0.0870 |
| DFF | 65 | 65 | 0.157 |
| AOI/OAI and AO/OA | 397 | 397 | 0.391 |
| xor gates and xnor gates | 40 | 40 | 0.0423 |
| and+or+nand+nor | 284 | 284 | 0.158 |
| muxes | 128 | 128 | 0.164 |
Power is estimated from default activity; no workload was simulated.
